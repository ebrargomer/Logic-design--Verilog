--- config.mk ---
export PLATFORM = sky130hd
export DESIGN_NAME = loadshift
export DESIGN_NICKNAME = loadshift
export VERILOG_FILES = /design/flow/design.v
export SDC_FILE = /design/flow/constraint.sdc
export NUM_CORES = 4
export LEC_CHECK = 1
export CORE_AREA = 10 10 70 70
export DIE_AREA = 0 0 80 80
--- constraint.sdc ---
current_design loadshift

set clk_period 1.0
set clk_io_pct 0.2

create_clock -name clk0 -period $clk_period [get_ports {C}]

set non_clock_inputs [all_inputs -no_clocks]
set_input_delay [expr $clk_period * $clk_io_pct] -clock clk0 $non_clock_inputs
set_output_delay [expr $clk_period * $clk_io_pct] -clock clk0 [all_outputs]
--- design.v ---
`timescale 1ns / 1ps
module loadshift (Inp,C,L, SO); 
input [7:0] Inp;
input C,L; 
output SO; 
reg [7:0] tmp; 
reg hold;
  always @(posedge C) 
    if (L) begin
         tmp=Inp;
    end
    else begin 
       hold=tmp[7];
       tmp = tmp << 1; 
       tmp[0]=hold;
    end 
    assign SO=hold; 
endmodule
--- run.sh ---
#!/bin/bash
# OpenROAD 26Q1-2900-gdf79404cd8, Yosys 0.63+post, stock flow scripts
make -C /OpenROAD-flow-scripts/flow DESIGN_CONFIG=/design/flow/config.mk WORK_HOME=/design/flow/orfs finish
==> report_table.html <==
<p>Metrics extracted from the flow reports.</p>
<table>
<tr><th>Metric</th><th>Value</th></tr>
<tr><th colspan="2">Drt</th></tr>
<tr><td>Detailed router's first-iteration violation count</td><td>3</td></tr>
<tr><td>Total length of routed met2 wires</td><td>215 um</td></tr>
<tr><td>Routed wire length</td><td>614 um</td></tr>
<tr><td>Routed metal-1 wirelength</td><td>310 um</td></tr>
<tr><td>Number of vias per cell</td><td>2.300</td></tr>
<tr><td>Wire per inst</td><td>7.675 um</td></tr>
<tr><td>Antenna Diode Count</td><td>0</td></tr>
<tr><td>Vias after detailed routing</td><td>184</td></tr>
<tr><td>Max layer used</td><td>met3</td></tr>
<tr><td>Met3 Routed Length</td><td>88 um</td></tr>
<tr><td>Count of unresolved DRC violations after routing</td><td>0</td></tr>
<tr><td>Count of antenna-violating nets left after detailed routing</td><td>0</td></tr>
<tr><td>Number of search-and-repair iterations in the first detailed-routing pass</td><td>3</td></tr>
<tr><th colspan="2">Worst setup path</th></tr>
<tr><td>Reg2Reg Launch Point</td><td>tmp[7]</td></tr>
<tr><td>CP Max Fanout</td><td>5</td></tr>
<tr><td>Number of cell instances on the worst register-to-register path</td><td>1</td></tr>
<tr><td>Crit start category</td><td>input pin</td></tr>
<tr><td>Worst Setup End Kind</td><td>register</td></tr>
<tr><td>Register-to-Register Setup Slack</td><td>0.31 ns</td></tr>
<tr><td>Crit Reg-Reg Endpoint</td><td>tmp[0]</td></tr>
<tr><td>Kind of critical path</td><td>in2reg</td></tr>
<tr><td>Critical path arrival</td><td>1.13 ns</td></tr>
<tr><td>Required @ worst endpoint</td><td>1.14 ns</td></tr>
<tr><th colspan="2">Die</th></tr>
<tr><td>Site Rows</td><td>21</td></tr>
<tr><td>Chip Width</td><td>80 um</td></tr>
<tr><td>Std-Cell Core Area</td><td>0.003416 sq mm</td></tr>
<tr><td>Number of top-level design ports</td><td>11</td></tr>
<tr><td>Die Span Y</td><td>80 um</td></tr>
<tr><td>Total Die Area</td><td>0.006400 sq mm</td></tr>
<tr><td>Init Core Util</td><td>0.09524</td></tr>
<tr><th colspan="2">Global route</th></tr>
<tr><td>Vias in the first global route</td><td>201</td></tr>
<tr><td>GR Overflow Total</td><td>0</td></tr>
<tr><td>First-pass GRT wire length</td><td>952 um</td></tr>
<tr><td>Initial antenna violation count</td><td>0</td></tr>
<tr><td>Maximum number of pins on one net before global-route repair</td><td>6</td></tr>
<tr><td>All-Layer GR Usage</td><td>0.02021</td></tr>
<tr><th colspan="2">Logic synthesis</th></tr>
<tr><td>Area fraction in compound gates</td><td>0</td></tr>
<tr><td>Portion of the post-synthesis area used by sequential elements</td><td>0.5846</td></tr>
<tr><td>Post-synthesis cell count</td><td>19</td></tr>
<tr><td>Post-synthesis xor/xnor area fraction</td><td>0</td></tr>
<tr><td>FA/HA/MAJ Cells, Area Fraction</td><td>0</td></tr>
<tr><td>Synthesized area divided by synthesized cell count</td><td>17.12 sq um</td></tr>
<tr><td>Chip area from the yosys synthesis statistics</td><td>325.3 sq um</td></tr>
<tr><td>Main combinational cell family by area after synthesis</td><td>multiplexers</td></tr>
<tr><td>Mapped cell area</td><td>325.3 sq um</td></tr>
<tr><td>Area fraction in mux cells</td><td>0.3692</td></tr>
<tr><td>Warning count from the yosys run</td><td>1</td></tr>
<tr><td>Count of distinct cell types in the synthesized netlist</td><td>5</td></tr>
<tr><td>Post-synthesis share of cell area spent on and, or, nand and nor gates</td><td>0</td></tr>
<tr><td>Number of register bits inferred by synthesis</td><td>9</td></tr>
<tr><td>Yosys cell count</td><td>19</td></tr>
<tr><th colspan="2">Status</th></tr>
<tr><td>Outcome</td><td>finished clean</td></tr>
<tr><th colspan="2">Placed design</th></tr>
<tr><td>Count of port buffers added during placement</td><td>10</td></tr>
<tr><td>Routability congestion estimate</td><td>0.6500</td></tr>
<tr><td>Post-placement setup slack</td><td>-0.2611 ns</td></tr>
<tr><td>Placed standard-cell area</td><td>486.7 sq um</td></tr>
<tr><td>Number of instances in the placed design</td><td>76</td></tr>
<tr><td>HPWL after DPL</td><td>489.2 um</td></tr>
<tr><th colspan="2">Worst hold path</th></tr>
<tr><td>Worst Hold Path EP</td><td>tmp[3]</td></tr>
<tr><td>Start point of the worst min-delay path</td><td>tmp[2]</td></tr>
<tr><td>Cell depth of the worst min-delay path</td><td>1</td></tr>
<tr><td>Worst hold-check path type</td><td>reg2reg</td></tr>
<tr><th colspan="2">Power</th></tr>
<tr><td>Sequential Power Share</td><td>0.522</td></tr>
<tr><td>Clock network power share</td><td>0.341</td></tr>
<tr><td>Combinational cell fraction of total power</td><td>0.137</td></tr>
<tr><td>Fraction of power spent switching nets</td><td>0.1904</td></tr>
<tr><td>P_leak</td><td>0.2121 nW</td></tr>
<tr><td>Net switching power figure</td><td>0.1509 mW</td></tr>
<tr><td>Pint</td><td>0.6418 mW</td></tr>
<tr><td>Worst vdd ir</td><td>0.7849 mV</td></tr>
<tr><td>Power density cells</td><td>1560 mW/mm^2</td></tr>
<tr><th colspan="2">Timing</th></tr>
<tr><td>Max Clock Freq</td><td>1.009 GHz</td></tr>
<tr><td>Min cycle time layout</td><td>0.9907 ns</td></tr>
<tr><td>Crit share post-route</td><td>0.9907</td></tr>
<tr><td>Layout Skew</td><td>0.003843 ns</td></tr>
<tr><td>Relative slew slack</td><td>0.9397</td></tr>
<tr><td>Final number of max-transition violations</td><td>0</td></tr>
<tr><td>Setup repair after global routing missed its margin</td><td>false</td></tr>
<tr><td>Setup TNS after final layout</td><td>0 ns</td></tr>
<tr><td>Fin. Hold Viols</td><td>0</td></tr>
<tr><td>Actual transition at the worst max-transition pin</td><td>0.09045 ns</td></tr>
<tr><td>Post-layout worst setup margin</td><td>0.009296 ns</td></tr>
<tr><td>Total of endpoints with negative setup slack in the final report</td><td>0</td></tr>
<tr><th colspan="2">CTS</th></tr>
<tr><td>Clock tree buffer depth</td><td>2</td></tr>
<tr><td>Clock Sinks</td><td>9</td></tr>
<tr><td>Total CTS buffers</td><td>3</td></tr>
<tr><td>Source-to-sink clock delay at the later pin of the worst-skew pair</td><td>0.26 ns</td></tr>
<tr><td>Master cell of the clock root buffer</td><td>sky130_fd_sc_hd__clkbuf_4</td></tr>
<tr><td>Hold-fix buffers at CTS</td><td>0</td></tr>
<tr><td>Clock transition at the register clock pins on the worst setup and hold paths after CTS</td><td>0.06 ns</td></tr>
<tr><td>TritonCTS clock tree</td><td>built</td></tr>
<tr><td>H-tree levels</td><td>1</td></tr>
<tr><th colspan="2">Finish</th></tr>
<tr><td>Final standard cell utilization of the core</td><td>0.1487</td></tr>
<tr><td>Fraction of final layout cells with drive strength greater than 1</td><td>0.4118</td></tr>
<tr><td>Most frequent logic cell in the layout</td><td>sky130_fd_sc_hd__clkdlybuf4s50_1</td></tr>
<tr><td>P&amp;R area growth vs syn</td><td>56.15%</td></tr>
<tr><td>Final std cell area, no fill</td><td>508.0 sq um</td></tr>
<tr><td>Count of filler cells inserted in the layout</td><td>392</td></tr>
<tr><td>Most frequent cells in the layout</td><td>9 x sky130_fd_sc_hd__clkdlybuf4s50_1, 8 x sky130_fd_sc_hd__mux2_4, 8 x sky130_fd_sc_hd__dfxtp_1</td></tr>
<tr><td>Final cell count without fillers</td><td>80</td></tr>
<tr><th colspan="2">Flow run</th></tr>
<tr><td># Max-Cap Violations</td><td>0</td></tr>
<tr><td>OpenROAD warning count</td><td>25</td></tr>
</table>
## power by group through the flow
stage	combinational [mW]	sequential [mW]	clock (mW)
after global routing	0.117	0.417	0.307
final	0.108	0.414	0.270
after CTS	0.111	0.414	0.285
## registers in the layout, indices dropped and copies added (netlist names)
| signal | cells |
|---|---|
| hold | 1 |
| tmp | 8 |
## worst max-delay path by stage
stage	cells after the start	from	end
after CTS	3	L	tmp[6]
after global routing	3	L	tmp[6]
final	3	L	tmp[6]
## synthesized netlist by cell type
cell / number / share of area
sky130_fd_sc_hd__buf_6: 1 / 0.035
sky130_fd_sc_hd__dfxtp_1: 8 / 0.49
sky130_fd_sc_hd__edfxtp_1: 1 / 0.092
sky130_fd_sc_hd__inv_1: 1 / 0.012
sky130_fd_sc_hd__mux2_4: 8 / 0.37
## stage by stage
step	power [mW]	hold WS [ns]
after detailed placement	0.5340	0.4343
after floorplan	0.4819	0.3429
after global placement	0.5335	0.4302
final	0.7927	0.4561
after global routing	0.8419	0.4662
after CTS	0.8098	0.4512
## area by class of cell
type                            count  area [sq um]  share of cell area
Sequential cell                     9         190.2              0.3744
Inverter                            1         3.754            0.007389
Multi-Input combinational cell      8         120.1              0.2365
Tap cell                           46         57.56              0.1133
Timing Repair Buffer               12         110.1              0.2167
Clock buffer                        4         26.28             0.05172
## layer usage
layer,GRT usage,vias to the layer above
met2,0.02087,9
met4,0.003521,0
met5,0,-
li1,-,94
met3,0.02045,0
met1,0.02752,81
## kinds of logic (layout without fill, tap and decap cells)
| logic type | Yosys count | count (layout) |
|---|---|---|
| flops | 9 | 9 |
| mux | 8 | 8 |
| buf+inv | 2 | 17 |
## critical path: stages
cell	delay, ns
sky130_fd_sc_hd__clkdlybuf4s50_1	0.47
sky130_fd_sc_hd__buf_4	0.16
sky130_fd_sc_hd__mux2_4	0.30
## repair_timing
item | CTS | global route
gates resized | 3 | 0
setup endpoints to repair | 1 | 0
setup buffers | 0 | 0
No activity file was given, so power comes from the tool's default toggle rates.
