**./config.mk**
```make
export PLATFORM = sky130hd
export DESIGN_NAME = addersubtractor
export DESIGN_NICKNAME = addersubtractor
export VERILOG_FILES = /design/flow/design.v
export SDC_FILE = /design/flow/constraint.sdc
export NUM_CORES = 4
export LEC_CHECK = 1
export CORE_AREA = 10 10 70 70
export DIE_AREA = 0 0 80 80
```
**./constraint.sdc**
```tcl
current_design addersubtractor

set clk_period 9.5
set clk_io_pct 0.2

create_clock -name clk0 -period $clk_period

set non_clock_inputs [all_inputs -no_clocks]
set_input_delay [expr $clk_period * $clk_io_pct] -clock clk0 $non_clock_inputs
set_output_delay [expr $clk_period * $clk_io_pct] -clock clk0 [all_outputs]
```
**./design.v**
```verilog
`timescale 1ns / 1ps
module eight_bitfull_adder(A,B,Cin,S,carryout);
    input [7:0] A;
    input [7:0] B;
    input  Cin;
    output [7:0] S;
    output carryout;
    wire [6:0] Cout;
    full_adder f1(.A(A[0]),.B(B[0]),.Cin(Cin),.S(S[0]),.Cout(Cout[0]));
    full_adder f2(.A(A[1]),.B(B[1]),.Cin(Cout[0]),.S(S[1]),.Cout(Cout[1]));
    full_adder f3(.A(A[2]),.B(B[2]),.Cin(Cout[1]),.S(S[2]),.Cout(Cout[2]));
    full_adder f4(.A(A[3]),.B(B[3]),.Cin(Cout[2]),.S(S[3]),.Cout(Cout[3]));
    full_adder f5(.A(A[4]),.B(B[4]),.Cin(Cout[3]),.S(S[4]),.Cout(Cout[4]));
    full_adder f6(.A(A[5]),.B(B[5]),.Cin(Cout[4]),.S(S[5]),.Cout(Cout[5]));
    full_adder f7(.A(A[6]),.B(B[6]),.Cin(Cout[5]),.S(S[6]),.Cout(Cout[6]));
    full_adder f8(.A(A[7]),.B(B[7]),.Cin(Cout[6]),.S(S[7]),.Cout(carryout));
endmodule
`timescale 1ns / 1ps
module addersubtractor(A,B,Cin,S,carryout);
    input [7:0] A;
    input [7:0] B;
    input [1:0] Cin;
    output [7:0] S;
    output carryout;
    wire [7:0] Bnew;
    xor_gate2 B0(.A(B[0]),.B(Cin),.C(Bnew[0]));
    xor_gate2 B1(.A(B[1]),.B(Cin),.C(Bnew[1]));
    xor_gate2 B2(.A(B[2]),.B(Cin),.C(Bnew[2]));
    xor_gate2 B3(.A(B[3]),.B(Cin),.C(Bnew[3]));
    xor_gate2 B4(.A(B[4]),.B(Cin),.C(Bnew[4]));
    xor_gate2 B5(.A(B[5]),.B(Cin),.C(Bnew[5]));
    xor_gate2 B6(.A(B[6]),.B(Cin),.C(Bnew[6]));
    xor_gate2 B7(.A(B[7]),.B(Cin),.C(Bnew[7]));
   eight_bitfull_adder fonk(.A(A),.B(Bnew),.Cin(Cin),.S(S),.carryout(carryout));
endmodule
`timescale 1ns / 1ps
module and_gate(
    input [31:0] A,
    input [31:0] B,
    output [31:0] C
    );
    assign C = A & B;
endmodule
`timescale 1ns / 10ps
module full_adder(A,B,Cin,S,Cout);
    input wire A;
    input wire B;
    input wire Cin;
    output wire S;
    output wire Cout;
    wire D;
    wire F;
    wire G;
    xor_gate2 xor1(.A(A),.B(B),.C(D));
    xor_gate2 xor2(.A(D),.B(Cin),.C(S));
    and_gate and1(.A(A),.B(B),.C(F));
    and_gate and2(.A(D),.B(Cin),.C(G));
    or_gate or1(.A(F),.B(G),.C(Cout));
endmodule
`timescale 1ns / 1ps
module or_gate(
    input  A,
    input  B,
    output  C
    );
    assign C=A|B;
endmodule
`timescale 1ns / 1ps
module xor_gate2(
    input  A,
    input  B,
    output C
    );
   assign C = A^B;
endmodule
```
**./run.sh**
```bash
#!/bin/bash
# OpenROAD 26Q1-2900-gdf79404cd8, Yosys 0.63+post, stock flow scripts
make -C /OpenROAD-flow-scripts/flow DESIGN_CONFIG=/design/flow/config.mk WORK_HOME=/design/flow/orfs finish
```
==> impl_metrics.ini <==
; yosys + openroad results
[timing]
maxSlewViolCount = 0
period_minus_slack_ns = 7.95
worstMarginPinSlew_ns = 0.456
finalHoldViolCount = 0
min_period_over_period_pct = 83.7
relSlewSlack_pct = 69.5
setup_viol = 0
clock.fmax_mhz = 126
fin_tns_setup_ns = 0
rsz0062_at_grt = false

[layout]
layout.cells.non_filler = 101
syn2layout_area_growth_pct = 70.9
flop_area_um2 = 0
clockBufferCount = 0
layout-drive-gt1-share_pct = 1.82
ff_count = 0
postLayoutCellArea_um2 = 594
logic_area_um2 = 228
fill_cells = 386

[setup_path]
worstPathRequired_ns = 7.60
cp.arrival_ns = 6.05
cp_num_buf_inv = 3
crit_path_start_kind = input pin
crit_start = Cin[0]
cpMaxStageDelayCell = clkdlybuf4s50_1
crit_type = input pin to output port
crit_fanout = 8
cp_cell_sequence = clkdlybuf4s50_1 -> xnor2_1 -> fa_1 -> fa_1 -> fa_1 -> fa_1 -> fa_1 -> fa_1 -> inv_1 -> fa_1 -> clkdlybuf4s50_1
max_stage_delay_ns = 0.75
crit_family = adder cells
path_depth = 11
path_common_cell = fa_1
cp-end-kind = output port
endpoint = S[7]

[grt]
antenna_found_initial = 0
grt_first_pass_wirelength_um = 1240
grt_max_degree = 9
grt_util_all_layers_pct = 2.39
grt_overflow = 0
first_global_vias = 270

[floorplan]
fp.dieW_um = 80
fp_util_pct = 10.2
die-area_um2 = 6400
core_area_um2 = 3420
top_level_ports = 27
die_h_um = 80
rows = 21

[flow_run]
warnings = 33
drv_cap = 0

[routing]
wl_per_cell_um = 8.07
drtIter0Drc = 2
drcViolationCount = 0
routed.top_layer = met3
insertedDiodeCount = 0
met3_length_um = 227
drt-pass1-iter-count = 2
totalWireLength_um = 815
m1WireLength_um = 416
via_per_inst = 2.55
wl_met2_um = 170
drtAntennaViolNets = 0
num_vias = 258

[power]
seqPwrFrac_pct = 0
swShare_pct = 30.4
internal_power_uw = 28.9
ir_drop_mv = 0.0332
total_power_uw = 41.5
leakagePower_nw = 0.250
p_comb_share_pct = 100.0
power_frac_clock_pct = 0
powerDensity_nw_per_um2 = 69.9
switching_power_uw = 12.6

[synth]
ys_area_um2 = 348
synth.most_common_cell = inv_1
yosysUniqueCellTypes = 8
synth.yosys.num_cells = 38
common_cells = inv_1 (13), buf_4 (8), fa_1 (7), xnor2_1 (6)
seq_area_frac_synth_pct = 0
yosys_warnings = 15
topCellsByArea = fa_1 (40%), buf_4 (17%), xnor2_1 (15%), inv_1 (14%), xor2_2 (4.7%)
synth.avg_cell_area_um2 = 9.15
synth_area_um2 = 348
syn_inst = 38
yosys.area.top_type_share_pct = 40.3
synth_top_cell_by_area = fa_1

[clock_tree]
ctsHoldBuffers = 0
cts_resized = 0
cts_setup_buffers = 0

[placement]
numPortBuffers = 26
gp_congestion = 0.817
place_inst = 101
post-dp-hpwl_um = 801
place_area_um2 = 594

[status]
status = finished clean

[min_path]
hold_class = input pin to output port
## cells by family after synthesis
kind of cell,Yosys count,share of synthesized area (%)
xor gates and xnor gates,8,22.3
adders and majority gates,7,40.3
buffers and inverters,22,34.5
muxes,1,2.88
## per-stage QoR
stage	hold slack [ns]	setup WS [ns]	util, %
3_5_place_dp	4.77	1.49	17.4
2_1_floorplan	3.91	2.58	-
3_3_place_gp	4.77	1.50	17.4
4_1_cts	4.78	1.48	17.4
5_1_grt	4.79	1.30	17.4
6_report	4.77	1.55	17.4
## cell type report
cell class,count,area share [%]
inverter,13,8.21
multi-input combinational,16,38.3
tap,46,9.68
timing repair buffer,26,43.8
## tightest hold or removal path, stage by stage
cell,delay (ns)
clkdlybuf4s50_1,0.50
xor2_1,0.07
clkdlybuf4s50_1,0.40
## how the worst min path moves through the flow
stage,startpoint,to,slack [ns],depth (start not counted)
final,A[0],S[0],4.77,3
after global routing,A[0],S[0],4.79,3
after CTS,A[0],S[0],4.78,3
## layout by cell type (no fill, tap or decap)
cell and count:
xor2_2 1, clkdlybuf4s50_1 26, inv_1 13, mux2i_1 1
xor2_1 1, fa_1 7, xnor2_1 6
## layer usage
| metal | vias to the layer above | GRT usage, % |
|---|---|---|
| met2 | 26 | 2.33 |
| met1 | 106 | 3.49 |
| met3 | 0 | 2.50 |
| met5 | - | 0 |
| li1 | 126 | - |
| met4 | 0 | 0 |
## power groups by stage
stage	registers, mW	logic (mW)	clock network, mW
finish	0	0.0415	0
global route	0	0.0484	0
CTS	0	0.0430	0
Power is estimated from default activity; no workload was simulated.
